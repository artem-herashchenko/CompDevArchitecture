--- ./run.sh ---
#!/bin/bash
# OpenROAD 26Q1-2900-gdf79404cd8, Yosys 0.63+post, stock flow scripts
make -C /OpenROAD-flow-scripts/flow DESIGN_CONFIG=/design/flow/config.mk WORK_HOME=/design/flow/orfs finish
--- ./config.mk ---
export PLATFORM = sky130hd
export DESIGN_NAME = register
export DESIGN_NICKNAME = register
export VERILOG_FILES = /design/flow/design.v
export SDC_FILE = /design/flow/constraint.sdc
export NUM_CORES = 4
export LEC_CHECK = 1
export CORE_AREA = 10 10 104 104
export DIE_AREA = 0 0 114 114
--- ./constraint.sdc ---
current_design register

set clk_period 1.0
set clk_io_pct 0.2

create_clock -name clk0 -period $clk_period [get_ports {i_clk}]

set non_clock_inputs [all_inputs -no_clocks]
set_input_delay [expr $clk_period * $clk_io_pct] -clock clk0 $non_clock_inputs
set_output_delay [expr $clk_period * $clk_io_pct] -clock clk0 [all_outputs]
--- ./design.v ---
module register (i_clk, i_data, i_en_n, i_rst_n, o_data);
parameter WIDTH = 32;
input 	  	[WIDTH-1:0] 		i_data;
input 							i_clk,i_en_n,i_rst_n;
output reg 	[WIDTH-1:0] 		o_data;
always @(posedge i_clk, negedge i_rst_n) begin
	if (~i_rst_n) begin
		o_data <= 32'b0;
	end else if(~i_en_n) begin
		o_data <= i_data;
	end
end
endmodule
==> impl_metrics.ini <==
; flow metrics
[outcome]
status = finished with violations
violations = hold timing

[yosys]
top_area_cell = dfrtp_1
ys_types = 5
synthMostInstantiatedCell = dfrtp_1
syn_avg_cell_area_um2 = 19.8
ys_seq_share_pct = 59.5
yosysWarnings = 1
ys.flops = 32
common_cells = dfrtp_1 (32), mux2_4 (30), buf_12 (3)
synthDominantCellAreaShare_pct = 59.5
yosysChipArea_um2 = 1350
yosysCellCount = 68
edf_count = 0
postSynthCellCount = 68
ys_async_sr_fraction_pct = 100
synth-main-ff-cell = dfrtp_1
syn_area_um2 = 1350
ys_top_cells_by_area = dfrtp_1 (60%), mux2_4 (33%), buf_12 (4.5%), mux2_2 (1.7%), buf_6 (0.84%)

[detailed_routing]
wl_per_cell_um = 13.6
dr.pass1.iters = 2
via_count = 865
n_antenna_cell = 0
via_per_inst = 3.25
drc = 0
drtAntennaViolNets = 0
wl_um = 3620
drtIter0Drc = 22

[worst_setup_path]
cpPeakStageDelay_ns = 0.39
path_depth = 1
cp.required_ns = 0.80
crit_slowest_cell = dfrtp_1
start_kind = flop
critPathBufInv = 1
rr_worst_depth = 3
cp_cell_sequence = buf_2
critical-path-top-delay-family = flip-flops
regToRegSetupSlack_ns = 0.02
arrival_ns = 0.78
critPathLaunch = o_data[12]
rr_startpoint = o_data[14]
path_max_fanout = 2
cp-endpoint = o_data[12]
path_class = reg -> out
end_kind = primary output
reg2reg_to = o_data[14]

[grt]
grt_overflow = 0
grt_max_degree = 33
grt_use_total_pct = 5.49
grt_pass1_wl_um = 5620
grt_pass1_vias = 937
antenna_found_initial = 0

[timing]
fmax_mhz = 1020
finalSetupViolations = 0
finalMaxSlewViolations = 0
grt_setup_unrepaired = true
worstMarginPinSlew_ns = 0.184
relSlewSlack_pct = 87.7
tns_ns = 0
final.period_utilization_pct = 97.8
hold_viol_final = 32
hold_slack_ns = -0.124
fin_worst_skew_ns = 0
period_needed_ns = 0.978

[placement]
hpwl_um = 2700
place.gp.congestion = 0.667
numPortBuffers = 66

[clocking]
clock-sinks = 32
cts_made_buffers = 5
cts_root_buf = clkbuf_8
clkLatencyLatePin_ns = 0.27
clk_pin_slew_ns = 0.06
tritoncts = done
ctsLongestPathBuffers = 2
cts_max_level = 2

[cells_and_area]
area_delta_synth_final_pct = 62.2
drive_gt1_share_pct = 59.5
largest_register = o_data
post-route-util_pct = 25.1
reg.largest.list = o_data x32
regArea_um2 = 801
comb_area_um2 = 473
largest_register_ffs = 32
fill_cells = 926

[floorplanning]
core-area_um2 = 8680
die_y_um = 114
die_x_um = 114
pin_count = 67
die-area_um2 = 13000
rows = 34
fp_util_pct = 15.5

[flow_run]
drv_cap = 0
warnings = 28

[power]
p_per_area_nw_per_um2 = 1400
peakVddDrop_uv = 354
cellLeakagePower_nw = 1.05

[worst_hold_path]
hold_class = in -> async
[area by class of cell]
cell class / instances / share of cell area, %
flip-flops and latches: 32 / 36.7
multi-input cells: 32 / 21.7
well taps: 108 / 6.19
repair buffers: 89 / 32.3
clock buffers: 5 / 3.15
[placed cells by master, fill, tap and decap left out, drive strengths merged]
master	n
buf	57
clkbuf	5
dfrtp	32
mux2	32
clkdlybuf4s50	32
[power breakdown]
| group | total (mW) | leakage, nW | switching [mW] | internal [mW] |
|---|---|---|---|---|
| Clock | 0.910 | 0.0359 | 0.461 | 0.449 |
| Sequential | 1.48 | 0.374 | 0.0591 | 1.42 |
| Combinational | 0.665 | 0.640 | 0.168 | 0.497 |
| Total | 3.06 | 1.05 | 0.689 | 2.37 |
[through the flow]
stage	instance area (um2)	std cells	power (mW)	setup slack, ns
2_1_floorplan	1350	68	1.74	0.133
3_3_place_gp	2190	251	2.25	-0.0320
3_5_place_dp	2190	251	2.26	-0.0301
4_1_cts	2160	264	3.13	0.00477
5_1_grt	2180	266	3.26	-0.0289
6_report	2180	266	3.06	0.0221
[cells by family (layout without fill, tap and decap cells)]
logic type  count (synthesis)  count (layout)  synth area share, %
buf+inv                     4              94                 5.30
flops                      32              32                 59.5
mux                        32              32                 35.2
[layer usage]
metal / track usage, % / vias to the layer above / wire, um
met5: 0 / - / 0
met4: 0.668 / 0 / 12
met3: 2.50 / 2 / 309
met2: 8.54 / 32 / 1720
met1: 7.08 / 416 / 1580
li1: - / 415 / -
[repair_timing]
| action | CTS | global route |
|---|---|---|
| buffers inserted | 8 | 3 |
| cloned | 0 | 0 |
| hold endpoints to repair | 32 | 32 |
| resized | 99 | 1 |
| pin swaps | 0 | 0 |
| endpoints found under the setup margin | 32 | 31 |
[worst min-delay path by stage]
stage                    from         end  slack (ns)  cells past startpoint
after global routing  i_rst_n  o_data[19]       -0.13                      2
after CTS             i_rst_n  o_data[19]       -0.13                      2
final                 i_rst_n  o_data[17]       -0.12                      2
Power figures rest on the tool's default switching activity, not on a simulated workload.
