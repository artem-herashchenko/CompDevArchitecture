==> /design/flow/design.v <==
module hazardDetect 	(i_Rs,i_Rt,
							i_Rd_Ex, i_Rd_Mem, i_Rd_WB,
							i_RegWr_Ex,i_RegWr_Mem,i_RegWr_WB,
							i_MemRd_Ex,
							o_ForwardA, o_ForwardB, o_Stall
							);
input [4:0] i_Rs,i_Rt;
input [4:0] i_Rd_Ex, i_Rd_Mem, i_Rd_WB;
input 		i_RegWr_Ex,i_RegWr_Mem,i_RegWr_WB;
input 		i_MemRd_Ex;
output reg [1:0] o_ForwardA, o_ForwardB;
output reg o_Stall;
always @(*) begin
	if     (i_Rs != 0 && i_Rs == i_Rd_Ex && i_RegWr_Ex)   o_ForwardA = 1;
	else if(i_Rs != 0 && i_Rs == i_Rd_Mem && i_RegWr_Mem) o_ForwardA = 2;
	else if(i_Rs != 0 && i_Rs == i_Rd_WB && i_RegWr_WB) 	o_ForwardA = 3;
	else 													o_ForwardA = 0;
end
always @(*) begin
	if     (i_Rt != 0 && i_Rt == i_Rd_Ex && i_RegWr_Ex)   o_ForwardB = 1;
	else if(i_Rt != 0 && i_Rt == i_Rd_Mem && i_RegWr_Mem) o_ForwardB = 2;
	else if(i_Rt != 0 && i_Rt == i_Rd_WB && i_RegWr_WB) 	o_ForwardB = 3;
	else 													o_ForwardB = 0;
end
always @(*)begin
	if(i_MemRd_Ex && ((o_ForwardB == 1) || (o_ForwardA == 1))) o_Stall = 1;
	else o_Stall = 0;
end
endmodule
==> /design/flow/run.sh <==
#!/bin/bash
# OpenROAD 26Q1-2900-gdf79404cd8, Yosys 0.63+post, stock flow scripts
make -C /OpenROAD-flow-scripts/flow DESIGN_CONFIG=/design/flow/config.mk WORK_HOME=/design/flow/orfs finish
==> /design/flow/config.mk <==
export PLATFORM = sky130hd
export DESIGN_NAME = hazardDetect
export DESIGN_NICKNAME = hazardDetect
export VERILOG_FILES = /design/flow/design.v
export SDC_FILE = /design/flow/constraint.sdc
export NUM_CORES = 4
export LEC_CHECK = 1
export CORE_AREA = 10 10 78 78
export DIE_AREA = 0 0 88 88
==> /design/flow/constraint.sdc <==
current_design hazardDetect

set clk_period 2.2
set clk_io_pct 0.2

create_clock -name clk0 -period $clk_period

set non_clock_inputs [all_inputs -no_clocks]
set_input_delay [expr $clk_period * $clk_io_pct] -clock clk0 $non_clock_inputs
set_output_delay [expr $clk_period * $clk_io_pct] -clock clk0 [all_outputs]
==> summary.txt <==
Implementation results.

TritonRoute output was used to compute an average wire per cell of 13.1 um. The highest-delay cell along the critical path is sky130_fd_sc_hd__or4_4. The run finished with clean final reports.

The setup TNS is 0 ns. The timing report gives the biggest stage delay along the critical path as 0.54 ns. The number of cells in the design after placement is 150.

Looking at the critical path, the highest net fanout was 4. Per the detail_route report, the via count comes to 586. Global routing finished with a remaining overflow of 0. The post-route DRC violation count is 0. Note that the worst hold path type here is in -> out. The stage logs contain a warning count of 33. The critical path contains buffers and inverters numbering 3 combined. The via count of the first global-routing pass is 622. The most common cell after layout, fill and taps aside is sky130_fd_sc_hd__xnor2_1.

Relative to the synthesized area, the layout overhead comes to 129%. The total die area is 7740 sq um. The worst setup path is launched from a primary input.

For this block, the initial DRC count from the detailed router was 5. The number of max-slew violations in the final report is 0. The routed design could run at a clock period as short as 2.17 ns. The max-slew headroom at the worst pin is 0.830. The cell area after synthesis is 417 sq um. On the critical path the largest part of the delay comes from simple AND/OR/NAND/NOR gates. The count of endpoints failing setup in the final report is 0. The filler-free cell count of the finished design is 155. The critical path endpoint category is a primary output. For this run, the detailed router's first-pass iteration total came to 2. The synthesized area per cell is 7.58 sq um. Measured on the finished design, the core utilization comes to 0.216. The total power per unit cell area is 162 nW/um^2.

Across the run, the number of max-cap violations was 0. The width of the chip is 88 um. At the floorplan stage, the core utilization is reported as 0.0944. The count of flip-flops and latches is 0. For this run, the register share of the synthesized area comes to 0.

The count of endpoints failing hold in the final timing report is 0. In this run the critical path is formed by clkdlybuf4s18_2, nor2_4, buf_6, or4_4, a21oi_2, clkdlybuf4s15_1. Across all hold checks on the routed design, the worst slack comes to 1.38 ns. The antenna violation net count after detailed routing is 0.

The fraction of final layout cells sized beyond drive strength 1 is 0.466. STA puts the critical path data required time at 1.76 ns. The data arrival time of the critical path is 1.73 ns. The number of antenna cells inserted is 0. The cell total in the yosys stat output is 55. In this run the count of I/O pins placed on the die edge is 34. The region available for standard cell placement spans 4410 sq um. The count of input and output buffers is 34.

Post-route period utilization is reported as 0.987. The initial antenna violation count is 1. According to the floorplan log, the row count is 24. The detailed router reported a total wirelength of 2.03 mm.

The wire length of the first global-routing pass is 3.07 mm. After legalization and detailed placement, the total HPWL measured 1.75 mm. The classification of the worst setup path is in -> out.

The yosys-reported design area after synthesis is 417 sq um. Setup repair after global routing left no endpoint under its margin. The count of mapped cells out of synthesis is 55.

Entering global routing, the biggest net connects 5 pins. After its last routability iteration, the placer logged a weighted congestion of 0.839. Counting the warning lines in the Yosys log gives 1.

The worst-case IR drop observed on VDD is 0.0340 mV. For this run, the total global-route usage over all layers was measured as 0.0484. The clock tree buffer count of the final layout is 0.

The count of cell types in the netlist is 14. The vertical extent of the die is 88 um. Per the detail_route report, vias per standard cell equal 3.78.

The leakage component of the power was reported as 0.376 nW. The highest clock frequency the design can meet is 460 MHz. Leaving out fill and tap cells, the most frequent cells in the layout are sky130_fd_sc_hd__xnor2_1, sky130_fd_sc_hd__buf_4, sky130_fd_sc_hd__dlygate4sd2_1, sky130_fd_sc_hd__buf_2, sky130_fd_sc_hd__xor2_1.

The transition time of the tightest slew-check pin is 0.253 ns. The register area is 0 sq um. The count of fill cells added during filler insertion is 479.
power by group:
part           internal, mW  switching [mW]
logic                0.0886          0.0658
registers                 0               0
clock network             0               0
tightest hold or removal path, delay by kind of cell:
family,cells,cell delay (ns)
xor gates and xnor gates,1,0.06
buffers and inverters,2,0.19
AOI/OAI and AO/OA,1,0.04
and+or+nand+nor,2,0.21
cells by family after synthesis:
group | count (synthesis) | share of synthesized area
xor gates and xnor gates | 30 | 0.631
AOI/OAI and AO/OA | 5 | 0.0781
and+or+nand+nor | 20 | 0.291
final timing paths:
path,startpoint,end,slack [ns],cells past startpoint
hold / removal,i_Rs[2],o_ForwardA[1],1.38,6
setup / recovery,i_Rt[0],o_ForwardB[1],0.03,6
through the flow:
stage	total power [mW]	setup WS (ns)	cell area (sq um)
after detailed placement	0.150	-0.668	890
after global placement	0.151	-0.660	890
after floorplan	0.0531	0.413	417
after global routing	0.168	0.000160	952
after CTS	0.154	-0.00202	957
final	0.154	0.0281	952
metal layers:
layer  vias to the layer above  wire length, um  global-route usage
met5                         -               11                   0
met4                         2                2                   0
met3                         2              221              0.0168
met2                        21             1020              0.0919
met1                       264              775              0.0532
li1                        297                -                   -
cells in the mapped netlist, types with 2 or more instances:
master	count	area [sq um]
sky130_fd_sc_hd__or4_1	4	30.0
sky130_fd_sc_hd__nor3_1	2	10.0
sky130_fd_sc_hd__xor2_1	8	70.1
sky130_fd_sc_hd__nor4_1	2	12.5
sky130_fd_sc_hd__o21bai_1	2	15.0
sky130_fd_sc_hd__a21oi_1	2	10.0
sky130_fd_sc_hd__xnor2_1	22	193
sky130_fd_sc_hd__nand2_1	2	7.51
sky130_fd_sc_hd__nand4_1	6	37.5
final cells by class:
cell class,instances,area (sq um),area share
tap,52,65.1,0.0683
multi-input combinational,55,508,0.534
timing repair buffer,48,379,0.398
what timing repair did:
action	in CTS	in global routing
pin swaps	24	6
endpoints found under the setup margin	5	4
hold buffers	0	0
resized	114	5
buffers inserted	6	0
Power and IR drop assume default switching activity.
