### config.mk
export PLATFORM = sky130hd
export DESIGN_NAME = mux4in1
export DESIGN_NICKNAME = mux4in1
export VERILOG_FILES = /design/flow/design.v
export SDC_FILE = /design/flow/constraint.sdc
export NUM_CORES = 4
export LEC_CHECK = 1
export CORE_AREA = 10 10 84 84
export DIE_AREA = 0 0 94 94
### constraint.sdc
current_design mux4in1

set clk_period 1.1
set clk_io_pct 0.2

create_clock -name clk0 -period $clk_period

set non_clock_inputs [all_inputs -no_clocks]
set_input_delay [expr $clk_period * $clk_io_pct] -clock clk0 $non_clock_inputs
set_output_delay [expr $clk_period * $clk_io_pct] -clock clk0 [all_outputs]
### design.v
module mux4in1(i_dat0, i_dat1, i_dat2, i_dat3, i_control, o_dat);
parameter WIDTH = 32;
input   	[WIDTH-1:0] i_dat0, i_dat1, i_dat2, i_dat3; 
input       [1:0]       i_control;
output reg  [WIDTH-1:0] o_dat;
always @(*) begin
	case (i_control)
		2'b00: o_dat = i_dat0;
		2'b01: o_dat = i_dat1;
		2'b10: o_dat = i_dat2;
		2'b11: o_dat = i_dat3;
	endcase  
end
endmodule
### run.sh
#!/bin/bash
# OpenROAD 26Q1-2900-gdf79404cd8, Yosys 0.63+post, stock flow scripts
make -C /OpenROAD-flow-scripts/flow DESIGN_CONFIG=/design/flow/config.mk WORK_HOME=/design/flow/orfs finish
==> summary.txt <==
Notes from the flow run.

Run status:
- The run finished, with violations left.
- The checks that failed: setup timing.

STA:
- After routing, the total negative slack on setup checks comes to -7.391 ns.
- The run puts the worst hold slack at 0.9182 ns.
- Setup repair after global routing could not meet its margin everywhere.
- The run puts the max-slew violation count at 0.
- Timing would allow up to 738.8 MHz.
- The run gives the worst-case headroom to the max-slew limit as 92.24%.
- For the pin with the worst max-slew slack, the measured transition is 0.1164 ns.
- Post-route period utilization is reported as 123.0%.
- The run gives the shortest period the worst path allows as 1.353 ns.
- The run puts the total count of hold-check failures in the final report at 0.
- Setup violations remaining at the end of the flow were counted as 32.
- The run gives the worst path setup slack after routing as -0.2535 ns.

Detailed routing:
- The run puts the post-detailed-route via-to-cell ratio at 4.438.
- The run puts the wire length reported by the detailed router at 6.541 mm.
- The run puts the count of unresolved DRC violations after routing at 0.
- The run puts the DRC violation total after the first TritonRoute iteration at 15.
- In the final routed layout, each cell accounts on average for 23.70 um.
- The run puts the number of search-and-repair iterations in the first detailed-routing pass at 4.
- The run puts the remaining antenna violation count at 0.
- The run gives the detailed-route via count as 1,225.

Global route:
- The via count of the first global-routing pass was 1,401.
- The run puts the total global routing track utilization at 14.17%.
- For this run the aggregate overflow at the end of global routing stands at 0.
- The run gives the pin count of the biggest net entering global routing as 17.
- The run puts the global-route wire length before repair at 9.266 mm.
- The run gives the number of antenna violations at the first check in global routing as 3.

Layout:
- According to the cell report, flip-flops and latches in the layout number 0.
- Cells with a size suffix above 1 make up 36.95% of the layout.
- The run puts the count of clock buffers in the final design at 0.
- The run gives the area taken by flip-flops and latches as 0 um^2.
- The run puts the area added between synthesis and finish at 190.6%.
- The run gives the number of non-filler instances in the completed layout as 276.
- The run gives the area of the multi-input gates as 720.7 um^2.
- The run puts the number of filler cells placed in the layout at 544.

Yosys:
- sky130_fd_sc_hd__mux4_2 takes more of the synthesized area than any other cell.
- Of the synthesized area, sequential elements account for 0%.
- The run puts the count of warnings emitted by yosys at 1.
- The run puts the number of distinct standard cells referenced by the synthesized netlist at 5.
- Looking at the gate-level netlist, the highest instance count belongs to sky130_fd_sc_hd__mux4_2.
- The run gives the mean instance size in the synthesized netlist as 20.89 um^2.
- The run gives the yosys stat cell total as 39.
- For reference, the top cells by area after synthesis are sky130_fd_sc_hd__mux4_2 (83%), sky130_fd_sc_hd__buf_12 (7.4%), sky130_fd_sc_hd__mux4_1 (6.5%), sky130_fd_sc_hd__buf_2 (1.8%), sky130_fd_sc_hd__buf_6 (1.4%).
- The run puts the proportion of netlist area held by the largest area contributor at 82.95%.
- By count the netlist is led by sky130_fd_sc_hd__mux4_2 (30), sky130_fd_sc_hd__buf_12 (3), sky130_fd_sc_hd__buf_2 (3).
- The run gives the post-synth design cell area as 814.5 um^2.
- Synthesis produced 39 cells.
- The run gives the yosys stat chip area as 814.5 um^2.

Worst setup path:
- The run puts the data required time at the worst endpoint at 0.88 ns.
- In this design, the critical path's most frequently occurring cell is sky130_fd_sc_hd__buf_16.
- The run gives the capturing element type of the critical path as a primary output.
- The run gives the critical path's largest stage delay as 0.50 ns.
- The signal on the critical path passes through buf_16 > buf_16 > mux4_2 > buf_6.
- The run gives the cell with the largest stage delay on the worst path as sky130_fd_sc_hd__mux4_2.
- The run gives the classification of the worst setup path as in -> out.
- The run puts the largest fanout on the critical path at 8.
- STA puts the critical path data arrival time at 1.13 ns.
- STA classifies the critical path startpoint as an input port.

Floorplanning:
- The run gives the total die size as 8836 um^2.
- The run gives the count of pins on the block boundary as 162.
- The run gives the die boundary height as 94 um.
- The run gives the placement row count as 26.
- The run gives the starting density of the core as 15.65%.
- The floorplan step defined a core boundary enclosing 5205 um^2.
- The run gives the die outline width as 94 um.

Min path:
- The run puts the worst hold path stage count at 3.
- In this run the worst hold path is classified as in -> out.

Power and ir drop:
- The run puts the design internal power at 589.7 uW.
- The clock network is responsible for 0% of the overall power.
- The run puts the leakage dissipation at 0.001123 uW.
- The flow reports that sequential cells draw 0% of the design power.
- The run puts the total power after layout at 800.9 uW.
- The script extracted a net switching power of 211.3 uW.
- Per the breakdown, switching nets consume 26.38% of all power.
- The run gives the worst ir drop on vdd as 192.3 uV.
- Looking at the power breakdown, combinational cells take 100.0% of the total.
- The run puts the power per standard cell area at 338.3 nW/um^2.

Placed design:
- The number of placed instances, taps included, is 268.
- The run gives the HPWL reported at the end of detailed placement as 5.633 mm.
- The run gives the number of buffer cells added on primary ports as 162.
- The run gives the weighted congestion at the end of routability-driven global placement as 0.8129.

Run:
- The run puts the count of warning messages emitted by the tools at 35.
- The run gives the count of maximum capacitance violations as 0.

CTS:
- The run puts the number of hold-repair buffers added at the cts stage at 0.
final timing paths:
kind,from,to,slack (ns)
max,i_control[0],o_dat[20],-0.25
min,i_control[0],o_dat[29],0.92
stage by stage:
stage,setup WS (ns),instance area [um^2],utilization [%]
6_report,-0.2535,2367,45.48
5_1_grt,-0.2861,2365,45.43
4_1_cts,-0.2641,2360,45.34
3_5_place_dp,-0.8603,2487,47.79
3_3_place_gp,-0.8523,2487,47.79
2_1_floorplan,-0.03162,823.3,-
logic make-up (layout without fill, tap and decap cells):
family	count (synthesis)	count (layout)	share of synthesized area, %
buffers and inverters	7	171	10.60
other	0	3	0
multiplexers	32	32	89.40
layout by cell type (no fill, tap or decap), drive strengths merged:
master and count:
dlygate4sd2 124, clkdlybuf4s15 4, mux4 32, buf 43, diode 3
layout make-up:
cell class	instances	area share [%]
repair buffers	171	65.54
multi-input cells	32	30.44
diodes	3	0.3171
well taps	70	3.700
critical path: cells and delay by family:
family   cells  cell delay [ns]
mux          1             0.50
buf+inv      3             0.41
per-layer routing:
| layer | global-route usage (%) | wire [um] | vias to the layer above |
|---|---|---|---|
| li1 | - | - | 543 |
| met1 | 16.22 | 2221 | 589 |
| met2 | 24.77 | 3561 | 83 |
| met3 | 5.331 | 632 | 10 |
| met4 | 2.785 | 125 | 0 |
| met5 | 0 | 0 | - |
power groups by stage:
stage	Sequential [uW]	Combinational, uW	Clock, uW
4_1_cts	0	820	0
6_report	0	801	0.000365
5_1_grt	0	864	0.000243
timing repair:
| item | CTS | global route |
|---|---|---|
| endpoints found under the setup margin | 32 | 32 |
| gates cloned | 5 | 0 |
| setup buffers | 0 | 0 |
| gates resized | 266 | 0 |
Power is estimated from default activity; no workload was simulated.
